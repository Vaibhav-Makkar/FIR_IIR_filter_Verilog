==> config.mk <==
export PLATFORM = sky130hd
export DESIGN_NAME = fir_3tap
export DESIGN_NICKNAME = fir_3tap
export VERILOG_FILES = /design/flow/design.v
export SDC_FILE = /design/flow/constraint.sdc
export NUM_CORES = 4
export LEC_CHECK = 1
export CORE_UTILIZATION = 30
==> constraint.sdc <==
current_design fir_3tap

set clk_period 11.5
set clk_io_pct 0.2

create_clock -name clk0 -period $clk_period [get_ports {clk}]

set non_clock_inputs [all_inputs -no_clocks]
set_input_delay [expr $clk_period * $clk_io_pct] -clock clk0 $non_clock_inputs
set_output_delay [expr $clk_period * $clk_io_pct] -clock clk0 [all_outputs]
==> design.v <==
module D_flip_flop(input clk, 
				   input [15:0] D, 
				   output reg [15:0] Q);
always @(posedge clk)
Q<=D;
endmodule
module RCA_16bit(output [15:0] sum, 
				 output cout, 
				 input [15:0] a,b);
wire [15:1] c;
full_adder faa(sum[0], c[1], a[0], b[0], 1'b0);
full_adder fa[14:1](sum[14:1], c[15:2], a[14:1], b[14:1], c[14:1]);
full_adder fa15(sum[15], cout, a[15], b[15], c[15]);
endmodule
module braun_multiplier(input [7:0] a, 
			input [7:0] b, 
			output [15:0] prod);
wire prod_buff [62:0];   
wire carry_buff [54:0] ;  
wire sum_buff [41:0] ;  
and a1(prod[0],a[0],b[0]);   
and a2(prod_buff[0],a[1],b[0]);
and a3(prod_buff[1],a[0],b[1]);
and a4(prod_buff[2],a[2],b[0]);
and a5(prod_buff[3],a[1],b[1]);
and a6(prod_buff[4],a[0],b[2]);
and a7(prod_buff[5],a[3],b[0]);
and a8(prod_buff[6],a[2],b[1]);
and a9(prod_buff[7],a[1],b[2]);
and a10(prod_buff[8],a[0],b[3]);
and a11(prod_buff[9],a[4],b[0]);
and a12(prod_buff[10],a[3],b[1]);
and a13(prod_buff[11],a[2],b[2]);
and a14(prod_buff[12],a[1],b[3]);
and a15(prod_buff[13],a[0],b[4]);
and a16(prod_buff[14],a[5],b[0]);
and a17(prod_buff[15],a[4],b[1]);
and a18(prod_buff[16],a[3],b[2]);
and a19(prod_buff[17],a[2],b[3]);
and a20(prod_buff[18],a[1],b[4]);
and a21(prod_buff[19],a[0],b[5]);
and a22(prod_buff[20],a[6],b[0]);
and a23(prod_buff[21],a[5],b[1]);
and a24(prod_buff[22],a[4],b[2]);
and a25(prod_buff[23],a[3],b[3]);
and a26(prod_buff[24],a[2],b[4]);
and a27(prod_buff[25],a[1],b[5]);
and a28(prod_buff[26],a[0],b[6]);
and a29(prod_buff[27],a[7],b[0]);
and a30(prod_buff[28],a[6],b[1]);
and a31(prod_buff[29],a[5],b[2]);
and a32(prod_buff[30],a[4],b[3]);
and a33(prod_buff[31],a[3],b[4]);
and a34(prod_buff[32],a[2],b[5]);
and a35(prod_buff[33],a[1],b[6]);
and a36(prod_buff[34],a[0],b[7]);
and a37(prod_buff[35],a[7],b[1]);
and a38(prod_buff[36],a[6],b[2]);
and a39(prod_buff[37],a[5],b[3]);
and a40(prod_buff[38],a[4],b[4]);
and a41(prod_buff[39],a[3],b[5]);
and a42(prod_buff[40],a[2],b[6]);
and a43(prod_buff[41],a[1],b[7]);
and a44(prod_buff[42],a[7],b[2]);
and a45(prod_buff[43],a[6],b[3]);
and a46(prod_buff[44],a[5],b[4]);
and a47(prod_buff[45],a[4],b[5]);
and a48(prod_buff[46],a[3],b[6]);
and a49(prod_buff[47],a[2],b[7]);
and a50(prod_buff[48],a[7],b[3]);
and a51(prod_buff[49],a[6],b[4]);
and a52(prod_buff[50],a[5],b[5]);
and a53(prod_buff[51],a[4],b[6]);
and a54(prod_buff[52],a[3],b[7]);
and a55(prod_buff[53],a[7],b[4]);
and a56(prod_buff[54],a[6],b[5]);
and a57(prod_buff[55],a[5],b[6]);
and a58(prod_buff[56],a[4],b[7]);
and a59(prod_buff[57],a[7],b[5]);
and a60(prod_buff[58],a[6],b[6]);
and a61(prod_buff[59],a[5],b[7]);
and a62(prod_buff[60],a[7],b[6]);
and a63(prod_buff[61],a[6],b[7]);
and a64(prod_buff[62],a[7],b[7]);
full_adder fa1  (prod[1],carry_buff[0],prod_buff[0],prod_buff[1],1'b0);
full_adder fa2  (sum_buff[0],carry_buff[1],prod_buff[2],prod_buff[3],carry_buff[0]);
full_adder fa3  (sum_buff[1],carry_buff[2],prod_buff[5],prod_buff[6],carry_buff[1]);
full_adder fa4  (sum_buff[2],carry_buff[3],prod_buff[9],prod_buff[10],carry_buff[2]);
full_adder fa5  (sum_buff[3],carry_buff[4],prod_buff[14],prod_buff[15],carry_buff[3]);
full_adder fa6  (sum_buff[4],carry_buff[5],prod_buff[20],prod_buff[21],carry_buff[4]);
full_adder fa7  (sum_buff[5],carry_buff[6],prod_buff[27],prod_buff[28],carry_buff[5]);
full_adder fa8  (sum_buff[6],carry_buff[7],prod_buff[35],1'b0,carry_buff[6]);
full_adder fa9  (prod[2],carry_buff[8],sum_buff[0],prod_buff[4],1'b0);
full_adder fa10 (sum_buff[7],carry_buff[9],sum_buff[1],prod_buff[7],carry_buff[8]);
full_adder fa11 (sum_buff[8],carry_buff[10],sum_buff[2],prod_buff[11],carry_buff[9]);
full_adder fa12 (sum_buff[9],carry_buff[11],sum_buff[3],prod_buff[16],carry_buff[10]);
full_adder fa13 (sum_buff[10],carry_buff[12],sum_buff[4],prod_buff[22],carry_buff[11]);
full_adder fa14 (sum_buff[11],carry_buff[13],sum_buff[5],prod_buff[29],carry_buff[12]);
full_adder fa15 (sum_buff[12],carry_buff[14],sum_buff[6],prod_buff[36],carry_buff[13]);
full_adder fa16 (sum_buff[13],carry_buff[15],prod_buff[42],carry_buff[7],carry_buff[14]);
full_adder fa17 (prod[3],carry_buff[16],sum_buff[7],prod_buff[8],1'b0);
full_adder fa18 (sum_buff[14],carry_buff[17],sum_buff[8],prod_buff[12],carry_buff[16]);
full_adder fa19 (sum_buff[15],carry_buff[18],sum_buff[9],prod_buff[17],carry_buff[17]);
full_adder fa20 (sum_buff[16],carry_buff[19],sum_buff[10],prod_buff[23],carry_buff[18]);
full_adder fa21 (sum_buff[17],carry_buff[20],sum_buff[11],prod_buff[30],carry_buff[19]);
full_adder fa22 (sum_buff[18],carry_buff[21],sum_buff[12],prod_buff[37],carry_buff[20]);
full_adder fa23 (sum_buff[19],carry_buff[22],sum_buff[13],prod_buff[43],carry_buff[21]);
full_adder fa24 (sum_buff[20],carry_buff[23],prod_buff[48],carry_buff[15],carry_buff[22]);
full_adder fa25 (prod[4],carry_buff[24],sum_buff[14],prod_buff[13],1'b0);
full_adder fa26 (sum_buff[21],carry_buff[25],sum_buff[15],prod_buff[18],carry_buff[24]);
full_adder fa27 (sum_buff[22],carry_buff[26],sum_buff[16],prod_buff[24],carry_buff[25]);
full_adder fa28 (sum_buff[23],carry_buff[27],sum_buff[17],prod_buff[31],carry_buff[26]);
full_adder fa29 (sum_buff[24],carry_buff[28],sum_buff[18],prod_buff[38],carry_buff[27]);
full_adder fa30 (sum_buff[25],carry_buff[29],sum_buff[19],prod_buff[44],carry_buff[28]);
full_adder fa31 (sum_buff[26],carry_buff[30],sum_buff[20],prod_buff[49],carry_buff[29]);
full_adder fa32 (sum_buff[27],carry_buff[31],prod_buff[53],carry_buff[23],carry_buff[30]);
full_adder fa33 (prod[5],carry_buff[32],sum_buff[21],prod_buff[19],1'b0);
full_adder fa34 (sum_buff[28],carry_buff[33],sum_buff[22],prod_buff[25],carry_buff[32]);
full_adder fa35 (sum_buff[29],carry_buff[34],sum_buff[23],prod_buff[32],carry_buff[33]);
full_adder fa36 (sum_buff[30],carry_buff[35],sum_buff[24],prod_buff[39],carry_buff[34]);
full_adder fa37 (sum_buff[31],carry_buff[36],sum_buff[25],prod_buff[45],carry_buff[35]);
full_adder fa38 (sum_buff[32],carry_buff[37],sum_buff[26],prod_buff[50],carry_buff[36]);
full_adder fa39 (sum_buff[33],carry_buff[38],sum_buff[27],prod_buff[54],carry_buff[37]);
full_adder fa40 (sum_buff[34],carry_buff[39],prod_buff[57],carry_buff[31],carry_buff[38]);
full_adder fa41 (prod[6],carry_buff[40],sum_buff[28],prod_buff[26],1'b0);
full_adder fa42 (sum_buff[35],carry_buff[41],sum_buff[29],prod_buff[33],carry_buff[40]);
full_adder fa43 (sum_buff[36],carry_buff[42],sum_buff[30],prod_buff[40],carry_buff[41]);
full_adder fa44 (sum_buff[37],carry_buff[43],sum_buff[31],prod_buff[46],carry_buff[42]);
full_adder fa45 (sum_buff[38],carry_buff[44],sum_buff[32],prod_buff[51],carry_buff[43]);
full_adder fa46 (sum_buff[39],carry_buff[45],sum_buff[33],prod_buff[55],carry_buff[44]);
full_adder fa47 (sum_buff[40],carry_buff[46],sum_buff[34],prod_buff[58],carry_buff[45]);
full_adder fa48 (sum_buff[41],carry_buff[47],prod_buff[60],carry_buff[39],carry_buff[46]);
full_adder fa49 (prod[7],carry_buff[48],sum_buff[35],prod_buff[34],1'b0);
full_adder fa50 (prod[8],carry_buff[49],sum_buff[36],prod_buff[41],carry_buff[48]);
full_adder fa51 (prod[9],carry_buff[50],sum_buff[37],prod_buff[47],carry_buff[49]);
full_adder fa52 (prod[10],carry_buff[51],sum_buff[38],prod_buff[52],carry_buff[50]);
full_adder fa53 (prod[11],carry_buff[52],sum_buff[39],prod_buff[56],carry_buff[51]);
full_adder fa54 (prod[12],carry_buff[53],sum_buff[40],prod_buff[59],carry_buff[52]);
full_adder fa55 (prod[13],carry_buff[54],sum_buff[41],prod_buff[61],carry_buff[53]);
full_adder fa56 (prod[14],prod[15],prod_buff[62],carry_buff[47],carry_buff[54]);
endmodule
module fir_3tap (input clk, 
				 input [7:0] Xin, 
				 input [7:0] H0, 
				 input [7:0] H1,
				 input [7:0] H2,
				 output reg [15:0] Yout);
wire [15:0] M0,M1,M2, add_out1, add_out2;
wire [15:0] Q1,Q2;
braun_multiplier m1(Xin,H2,M2);
braun_multiplier m2(Xin,H1,M1);
braun_multiplier m3(Xin,H0,M0);
RCA_16bit r1(.sum(add_out1),.a(Q1),.b(M1));
RCA_16bit r2(.sum(add_out2),.a(Q2),.b(M0));
D_flip_flop dff1(clk,M2,Q1);
D_flip_flop dff2(clk,add_out1,Q2);
always @(posedge clk)
Yout <= add_out2;
endmodule
module full_adder(output sum, 
				  output carry_out, 
				  input x, 
				  input y, 
				  input carry_in);
wire prop, gen, pr_cin;
xor x1(prop,x,y);
xor x2(sum,prop,carry_in);
and a1(pr_cin, prop, carry_in);
and a2(gen, x, y);
or o1(carry_out, gen, pr_cin);
endmodule
==> run.sh <==
#!/bin/bash
# OpenROAD 26Q1-2900-gdf79404cd8, Yosys 0.63+post, stock flow scripts
make -C /OpenROAD-flow-scripts/flow DESIGN_CONFIG=/design/flow/config.mk WORK_HOME=/design/flow/orfs finish
==> flow_metrics.env <==
# implementation run metrics
export IMPL_grtUsageMet2_pct=21.21
export IMPL_grt_max_degree=25
export IMPL_hp_class="reg2reg"
export IMPL_clock_skew_ps=4.369
export IMPL_power_mw=2.373
export IMPL_yosys_area_top_type_share_pct=52.92
export IMPL_fp_util_pct=30.76
export IMPL_regArea_um2=960.9
export IMPL_crit_path_start="H1[0]"
export IMPL_cts_htree_levels=2
export IMPL_overflow=0
export IMPL_place_hpwl_um=9249
export IMPL_cts_made_buffers=5
export IMPL_reg2reg_from="dff1.Q[0]"
export IMPL_slew_headroom_pct=71.08
export IMPL_ys_warn_count=3
export IMPL_clk_pin_slew_ps=70
export IMPL_synth_area_per_cell_um2=11.33
export IMPL_ys_flops=48
export IMPL_n_antenna_cell=0
export IMPL_post_cts_buffers=0
export IMPL_chip_area_um2=22280
export IMPL_drive_gt1_share_pct=21.73
export IMPL_die_y_um=149.3
export IMPL_tightestPinTransition_ps=432.5
export IMPL_syn_inst=574
export IMPL_syn_area_um2=6506
export IMPL_max_freq_mhz=88.46
export IMPL_async_flop_share_pct=0
export IMPL_antenna_found_initial=0
export IMPL_cts_root_buf="clkbuf_16"
export IMPL_crit_type="in2reg"
export IMPL_edf_count=0
export IMPL_outcome="completed"
export IMPL_drc_errors=0
export IMPL_finalSetupViolations=0
export IMPL_fillCellCount=2104
export IMPL_yosys_area_top_type="fa_1"
export IMPL_yosysChipArea_um2=6506
export IMPL_ir_drop_mv=0.1771
export IMPL_firstDrtPassIters=4
export IMPL_area_leaders="fa_1 (53%), dfxtp_1 (15%), and2_1 (14%)"
export IMPL_logic_area_um2=5175
export IMPL_io_buffers=48
export IMPL_leakage_nw=3.458
export IMPL_grt_usage_pct=11.97
export IMPL_rsz0062_at_grt="yes"
export IMPL_crit_path_top_delay_cell="fa_2"
export IMPL_fin_util_pct=36.77
export IMPL_yosys_most_used_dff="dfxtp_1"
export IMPL_place_congestion=0.7702
export IMPL_cap_viol_max_count=0
export IMPL_end_kind="register"
export IMPL_worst_hold_startpoint="dff2.Q[0]"
export IMPL_critPathMostFrequentCell="fa_2"
export IMPL_most_common_cell="fa_1"
export IMPL_cp_max_fo=3
export IMPL_clockBufferDepth=2
export IMPL_drtIter0Drc=47
export IMPL_cp_start_kind="input port"
export IMPL_synthTopCellsByCount="fa_1 (172), and2_1 (146), inv_1 (118), dfxtp_1 (48), nand2_1 (38)"
export IMPL_die_x_um=149.3
export IMPL_clock_latency_ps=300
export IMPL_yosysSeqAreaShare_pct=14.77
export IMPL_required_ps=11700
export IMPL_wl_per_cell_um=11.74
export IMPL_cts_tree="done"
export IMPL_warnings=26
export IMPL_ant_nets=0
export IMPL_syn_to_final_growth_pct=19.56
export IMPL_grt_pass1_wl_um=19880
export IMPL_fin_crit_ps=11300
export IMPL_grt_use_met1_pct=16.17
export IMPL_cts_hold_buffers=0
export IMPL_grt_busiest_layer="met2"
export IMPL_hold_viol=0
export IMPL_fin_crit_sh_pct=98.30
export IMPL_num_vias=3760
export IMPL_drt_wl_total_um=10680
export IMPL_slew_violations=0
export IMPL_arrival_ps=11500
export IMPL_ys_cells=574
export IMPL_rows=53
export IMPL_powerDensity_nw_per_um2=305.1
export IMPL_ios=49
export IMPL_dp_cells=903
export IMPL_yosysUniqueCellTypes=11
export IMPL_clock_sinks=48
export IMPL_fin_cells=910
export IMPL_max_stage_delay_ps=580
export IMPL_grt_pass1_vias=4407
export IMPL_core_um2=21150
export IMPL_viasPerCell=4.132
export IMPL_grt_use_met3_pct=2.527
==> per-layer routing <==
metal	routed length [µm]	vias up
met3	548	8
met1	4494	1962
li1	-	1740
met5	0	-
met4	119	0
met2	5520	50
==> final cells by class <==
class                      instances  area share, %
inverter                         118          5.694
clock inverter                     2         0.7721
timing repair buffer              70          8.622
multi-input combinational        392          66.53
sequential                        48          12.35
clock buffer                       5          1.608
tap                              275          4.423
==> stage by stage <==
stage / setup slack (ps) / TNS, ps / hold slack, ps / instance area [µm²]
2_1_floorplan: 12.67 / 0 / 420.0 / 6701
3_3_place_gp: -643.6 / -3628 / 429.8 / 7533
3_5_place_dp: -661.0 / -3714 / 433.0 / 7533
4_1_cts: 2.049 / 0 / 446.2 / 7731
5_1_grt: -128.7 / -284.8 / 454.5 / 7779
6_report: 195.2 / 0 / 442.9 / 7779
==> cell families (layout without fill, tap and decap cells) <==
family	after synthesis	count (layout)	synth area share [%]
adders and majority gates	198	198	57.92
and+or+nand+nor	192	192	17.15
buffers and inverters	134	195	9.423
DFF	48	48	14.77
xor gates and xnor gates	2	2	0.7308
==> critical path: cells and delay by family <==
family / cells / cell delay, ps
adder cells (fa/ha/maj): 21 / 8850
buffers and inverters: 3 / 170
AND/OR/NAND/NOR: 1 / 160
==> final timing paths <==
path | end | slack, ps | cells after the start
max | dff2.Q[14] | 200 | 25
min | Yout[0] | 440 | 1
max reg2reg | dff2.Q[14] | 5310 | 17
min reg2reg | Yout[0] | 440 | 1
==> placed cells by master (no fill, tap or decap), drive strengths merged <==
cell,Yosys,routed
xor3,2,2
clkbuf,0,9
dlymetal6s2s,0,3
bufinv,0,2
fa,172,172
inv,118,118
buf,16,24
and2,154,154
nand2,38,38
dfxtp,48,48
clkdlybuf4s50,0,39
ha,26,26
==> report_power, final <==
group	switching (mW)	internal [mW]	total [mW]	leakage, nW
sequential	0.0258	0.301	0.327	0.405
clock	0.0672	0.123	0.191	0.0899
combinational	0.942	0.914	1.86	2.96
==> state kept, by name, summed over array words and instances, names as in the netlist <==
name and cells:
dff1.Q 16, dff2.Q 16, Yout 16
==> repair_timing <==
item                       CTS  global route
cloned                       0             0
pin swaps                   49            40
setup endpoints to repair    5             7
resized                     11            39
No activity file was given, so power comes from the tool's default toggle rates.
