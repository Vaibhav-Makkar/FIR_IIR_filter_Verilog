[flow/config.mk]
export PLATFORM = sky130hd
export DESIGN_NAME = baugh_wooley_multiplier
export DESIGN_NICKNAME = baugh_wooley_multiplier
export VERILOG_FILES = /design/flow/design.v
export SDC_FILE = /design/flow/constraint.sdc
export NUM_CORES = 4
export LEC_CHECK = 1
export CORE_AREA = 10 10 70 70
export DIE_AREA = 0 0 80 80
[flow/constraint.sdc]
current_design baugh_wooley_multiplier

set clk_period 2.4
set clk_io_pct 0.2

create_clock -name clk0 -period $clk_period

set non_clock_inputs [all_inputs -no_clocks]
set_input_delay [expr $clk_period * $clk_io_pct] -clock clk0 $non_clock_inputs
set_output_delay [expr $clk_period * $clk_io_pct] -clock clk0 [all_outputs]
[flow/design.v]
module Full_Adder_for_BW(x,y,cin,s,cout);
input x,y,cin;
output s,cout;
assign s = x^y^cin;
assign cout = (x&y)|(y&cin)|(x&cin);
endmodule
module  baugh_wooley_multiplier(a,b,p);
input [3:0] a,b;
output [7:0] p;
supply1 one;
wire w1,w2,w3,w4,w5,w6,w7,w8,w9,w10,w11,w12,w13,w14,w15,w16,w17,w18,w19,w20,w21,w22,w23;
assign p[0] = a&b;
half_adder HA1(a[1]&b[0],a[0]&b[1],p[1],w1);
half_adder HA2(a[1]&b[0],a[0]&b[2],w2,w3);
half_adder HA3(~(a[3]&b[0]),a[2]&b[1],w4,w5);
Full_Adder_for_BW FA1(w2,w1,a[0]&b[2],p[2],w6);
Full_Adder_for_BW FA2(w4,w3,a[1]&b[2],w7,w8);
Full_Adder_for_BW FA3(w5,a[2]&b[2],~(a[3]&b[1]),w9,w10);
Full_Adder_for_BW FA4(w6,w7,~(a[0]&b[3]),p[3],w11);
Full_Adder_for_BW FA5(w8,w9,~(a[1]&b[3]),w12,w13);
Full_Adder_for_BW FA6(w10,~(a[2]&b[3]),~(a[3]&b[2]),w14,w15);
Full_Adder_for_BW FA7(one,w11,w12,p[4],w16);
half_adder HA4(w13,w14,w17,w18);
half_adder HA6(w16,w17,p[5],w21);
half_adder HA7(w18,w19,w22,w23);
half_adder HA8(w21,w22,p[7],p[6]);
endmodule
module half_adder(x,y,s,cout);
input x,y;
output s,cout;
assign s = x^y;
assign cout = x&y;
endmodule
[flow/run.sh]
#!/bin/bash
# OpenROAD 26Q1-2900-gdf79404cd8, Yosys 0.63+post, stock flow scripts
make -C /OpenROAD-flow-scripts/flow DESIGN_CONFIG=/design/flow/config.mk WORK_HOME=/design/flow/orfs finish
==> impl_results.rst <==
Synthesis and place-and-route
=============================

.. list-table::
   :header-rows: 1

   * - Metric
     - Value
   * - Sequential fraction of the synthesis area
     - 0%
   * - Power Density
     - 281 mW/mm^2
   * - Period minus WS final
     - 2.98 ns
   * - Post-cts hold-fix buffer tally
     - 0
   * - Chip footprint
     - 0.00640 mm^2
   * - Overall die height
     - 80 um
   * - Failing checks
     - setup timing
   * - Critical Setup Path Class
     - input pin to output port
   * - Post-route DRC
     - 0
   * - Reported leakage power
     - 0.285 nW
   * - Detail-routed net length per standard cell
     - 8.23 um
   * - Netlist area before placement
     - 358 um^2
   * - Post-layout period usage
     - 124%
   * - Effective utilization at floorplan
     - 10.5%
   * - Core Util, Final
     - 18.3%
   * - Yosys warning count
     - 1
   * - Global route total overflow
     - 0
   * - Result of the run
     - finished with violations
   * - Area inside the core boundary
     - 0.00342 mm^2
   * - Crit path capture type
     - output port
   * - Drt first-iter violations
     - 4
   * - Largest fanout of any net on the critical path
     - 4
   * - Total I/O pin count
     - 16
   * - Port-buffer cells
     - 15
   * - Antenna Diode Count
     - 0
   * - RD Place Congestion
     - 0.730
   * - Hold Crit Start
     - a[0]
   * - Share of post-route cells with drive strength above 1
     - 61.7%
   * - Number of antenna violations at the first check in global routing
     - 0
   * - 1st-pass router iterations
     - 3
   * - Die extent in x
     - 80 um
   * - Pins over their slew limit
     - 0
   * - Cell count listed in synth_stat.txt
     - 43
   * - Number of global-route vias before repair
     - 291
   * - Half-perimeter wire length after detailed placement
     - 776 um
   * - Worst hold-check slack
     - 1.58 ns
   * - # clk buffers
     - 0
   * - Post-synthesis area per instance
     - 8.32 um^2
   * - Setup repair after global routing missed its margin
     - yes
   * - Global-route wire length before repair
     - 1410 um
   * - Number of setup violations in the final report
     - 4
   * - Maximum number of pins on one net before global-route repair
     - 6
   * - Cell-by-cell listing of the critical path
     - buf_8 > and2_4 > ha_4 > inv_2 > fa_1 > inv_2 > fa_2 > xor2_1 > xnor3_1 > ha_4 > buf_2
   * - Yosys stat chip area
     - 358 um^2
   * - Storage element area
     - 0 um^2
   * - Placed Instance Area
     - 583 um^2
   * - Count of nets left with antenna violations after detail routing
     - 0
   * - Worst Setup Slack, final
     - -0.576 ns
   * - Count of maximum capacitance violations
     - 0
   * - Total placed cells including tap cells
     - 103
   * - Critical Path Slowest Stage Cell
     - sky130_fd_sc_hd__fa_1
   * - Via Count
     - 298
   * - Floorplan row count
     - 21
   * - Maximum frequency from static timing analysis
     - 0.336 GHz
   * - Required time at the worst-slack endpoint
     - 1.92 ns
   * - Registers
     - 0
   * - Final Routed Wirelength
     - 872 um
   * - Syn Inst Count
     - 43
   * - Fillers
     - 397
   * - Data arrival time at the worst-slack endpoint
     - 2.50 ns
   * - Maximum VDD drop
     - 0.000145 V
   * - Count of non-filler cells in the finished layout
     - 106
   * - Post-route cell area
     - 624 um^2
   * - Number of warnings in the stage logs
     - 35
   * - Total routing usage reported by global routing
     - 2.63%
   * - WHS Endpoint
     - p[3]
   * - Syn-to-layout area delta
     - 74.5%
   * - Average via count per standard cell
     - 2.81
   * - Hold Crit Depth
     - 5
   * - Hold violation count in the final report
     - 0
   * - Highest-count logic cell in the final layout
     - sky130_fd_sc_hd__buf_4
   * - Most used cells in the layout excluding fill and tap cells
     - sky130_fd_sc_hd__buf_4, sky130_fd_sc_hd__buf_2, sky130_fd_sc_hd__nand2_1, sky130_fd_sc_hd__inv_2
   * - Setup crit start kind
     - input pin
   * - Delay of the slowest critical-path stage
     - 0.49 ns
   * - Number of distinct standard cells referenced by the synthesized netlist
     - 13
   * - Class of the most critical hold timing path
     - input pin to output port
-- timing repair --
action                                  CTS  global route
endpoints found under the setup margin    6             4
resized                                  57             3
setup buffers                             2             1
pin swaps                                15             7
-- routing by layer --
metal,vias up,wire length [um],GRT usage [%]
met5,-,0,0
met3,0,132,1.25
li1,159,-,-
met1,125,442,4.23
met4,0,0,0
met2,14,297,3.13
-- kinds of logic (layout without fill, tap and decap cells) --
logic type      Yosys count  count (layout)  synth area share [%]
other cells               1               1                  1.05
buf+inv                  13              30                  21.0
compound gates            2               2                  4.20
xor+xnor                  4               4                  13.6
simple gates             14              14                  20.3
fa+ha+maj                 9               9                  39.9
-- final cells by class --
class,count,area (um^2),share of cell area [%]
timing repair buffer,24,186,29.9
inverter,6,22.5,3.61
multi-input combinational,30,358,57.3
tap,46,57.6,9.22
-- synthesized netlist by cell type, drive strengths merged --
cell / count / area (um^2)
a21boi: 1 / 7.51
and2: 7 / 43.8
and3: 1 / 6.26
buf: 7 / 52.6
conb: 1 / 3.75
fa: 4 / 80.1
ha: 5 / 62.6
inv: 6 / 22.5
nand2: 6 / 22.5
o21a: 1 / 7.51
xnor2: 2 / 17.5
xnor3: 1 / 22.5
xor2: 1 / 8.76
-- critical path, delay by kind of cell --
| kind | cells | cell delay, ns |
|---|---|---|
| fa+ha+maj | 4 | 1.21 |
| simple gates | 1 | 0.13 |
| xor+xnor | 2 | 0.45 |
| buf+inv | 4 | 0.23 |
-- worst max path at each step --
stage	start	end	slack [ns]	cells past startpoint
final	b[1]	p[5]	-0.58	11
after global routing	b[2]	p[5]	-0.66	9
after CTS	b[1]	p[5]	-0.64	11
-- power by group --
group | total (mW) | switching, mW | internal (mW)
Sequential | 0 | 0 | 0
Combinational | 0.175 | 0.0655 | 0.110
Clock | 0 | 0 | 0
Total | 0.175 | 0.0655 | 0.110
-- stage by stage --
stage / power, mW / worst slack (ns) / setup TNS, ns
2_1_floorplan: 0.113 / -0.455 / -1.07
3_3_place_gp: 0.170 / -1.46 / -5.50
3_5_place_dp: 0.167 / -1.43 / -5.39
4_1_cts: 0.169 / -0.641 / -1.80
5_1_grt: 0.203 / -0.662 / -1.82
6_report: 0.175 / -0.576 / -1.57
Power and IR drop assume default switching activity.
